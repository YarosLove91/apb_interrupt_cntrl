## flow/design.v

```verilog
module apb_interrupt_cntrl
#(
  parameter PER_ID_WIDTH  = 5,
  parameter EVT_ID_WIDTH  = 8,
  parameter ENA_SEC_IRQ   = 1
)
(
  input  logic           clk_i,
  input  logic           rst_ni,
  input  logic           test_mode_i,
  input  logic                    event_fifo_valid_i,
  output logic                    event_fifo_fulln_o,
  input  logic [EVT_ID_WIDTH-1:0] event_fifo_data_i,
  input  logic [31:0]    events_i,
  output logic [4:0]     core_irq_id_o,
  output logic           core_irq_req_o,
  input  logic           core_irq_ack_i,
  output logic           core_irq_sec_o,
  input  logic [4:0]     core_irq_id_i,
  input  logic           core_secure_mode_i,
  output logic           core_clock_en_o,
  output logic           fetch_en_o,
  APB.Slave              apb_slave
 );
  logic             [31:0] s_events;
  logic             [31:0] s_ack_next;
  logic             [31:0] r_ack;
  logic             [31:0] s_int_next;
  logic             [31:0] r_int;
  logic             [31:0] s_mask_next;
  logic             [31:0] r_mask;
  logic [EVT_ID_WIDTH-1:0] r_fifo_event;
  logic [EVT_ID_WIDTH-1:0] s_event_fifo_data;
  logic                    s_event_fifo_valid;
  logic                    s_event_fifo_ready;
  logic                    s_is_int_clr_fifo;
  logic                    s_is_int_fifo;
  logic              [3:0] s_apb_addr;
  logic                    s_is_apb_write;
  logic                    s_is_apb_read;
  logic                    s_is_mask;
  logic                    s_is_mask_set;
  logic                    s_is_mask_clr;
  logic                    s_is_int;
  logic                    s_is_int_set;
  logic                    s_is_int_clr;
  logic                    s_is_ack;
  logic                    s_is_ack_set;
  logic                    s_is_ack_clr;
  logic                    s_is_fifo;
  logic                    s_is_event;
  assign core_clock_en_o = 1'b1;
  assign fetch_en_o      = 1'b1;
  assign s_events = {events_i[31:27],s_event_fifo_valid,events_i[25:0]};
  assign s_is_apb_write = apb_slave.psel & apb_slave.penable & apb_slave.pwrite;
  assign s_is_apb_read  = apb_slave.psel & apb_slave.penable & ~apb_slave.pwrite;
  assign s_is_int_clr_fifo  = s_is_int_clr & apb_slave.psel & apb_slave.penable & (apb_slave.pwdata[26] == 1'b1);
  assign s_is_int_fifo      = s_is_int     & apb_slave.psel & apb_slave.penable & (apb_slave.pwdata[26] == 1'b0);
  assign s_event_fifo_ready = (core_irq_ack_i & (core_irq_id_i == 5'd26)) | (s_is_apb_write & (s_is_int_clr_fifo | s_is_int_fifo));
  assign s_apb_addr     = apb_slave.paddr[5:2];
  assign s_is_mask      = s_apb_addr == 4'b0000;
  assign s_is_mask_set  = s_apb_addr == 4'b0001;
  assign s_is_mask_clr  = s_apb_addr == 4'b0010;
  assign s_is_int       = s_apb_addr == 4'b0011;
  assign s_is_int_set   = s_apb_addr == 4'b0100;
  assign s_is_int_clr   = s_apb_addr == 4'b0101;
  assign s_is_ack       = s_apb_addr == 4'b0110;
  assign s_is_ack_set   = s_apb_addr == 4'b0111;
  assign s_is_ack_clr   = s_apb_addr == 4'b1000;
  assign s_is_fifo      = s_apb_addr == 4'b1001;
  assign s_is_event     = |s_events;
  assign core_irq_req_o = |(r_int & r_mask);
  generic_fifo #(
    .DATA_WIDTH(8),
    .DATA_DEPTH(4)
  ) i_event_fifo (
    .clk     ( clk_i ),
    .rst_n   ( rst_ni ),
    .data_i  ( event_fifo_data_i  ),
    .valid_i ( event_fifo_valid_i ),
    .grant_o ( event_fifo_fulln_o ),
    .data_o  ( s_event_fifo_data  ),
    .valid_o ( s_event_fifo_valid ),
    .grant_i ( s_event_fifo_ready ),
    .test_mode_i
  );
  always_comb begin : proc_mask
    s_mask_next = r_mask;
    if (s_is_apb_write)
    begin
      if (s_is_mask)
        s_mask_next = apb_slave.pwdata;
      else if (s_is_mask_set)
        s_mask_next = r_mask | apb_slave.pwdata;
      else if (s_is_mask_clr)
        s_mask_next = r_mask & ~apb_slave.pwdata;
    end
  end
  always_comb begin : proc_id
    core_irq_id_o = '0;
    for(int i=0;i<32;i++)
    begin
      if (r_int[i] && r_mask[i])
        core_irq_id_o = i;
    end
  end
  always_comb begin : proc_int
    s_int_next = r_int;
    for(int i=0;i<32;i++)
    begin
      if (core_irq_ack_i && (core_irq_id_i == i))
        s_int_next[i] = 1'b0;
      else if(s_is_apb_write)
      begin
        if (s_is_int)
          s_int_next[i] = apb_slave.pwdata[i];
        else if (s_is_int_set)
          s_int_next[i] = (r_int[i] | s_events[i]) | apb_slave.pwdata[i];
        else if (s_is_int_clr)
          s_int_next[i] = (r_int[i] | s_events[i]) & ~apb_slave.pwdata[i];
        else if(s_events[i])
          s_int_next[i] = 1'b1;
      end
      else if(s_events[i])
        s_int_next[i] = 1'b1;
    end
  end
  always_comb begin : proc_ack
    s_ack_next = r_ack;
    for(int i=0;i<32;i++)
    begin
      if (core_irq_ack_i && (core_irq_id_i == i))
        s_ack_next[i] = 1'b1;
      else if(s_is_apb_write)
      begin
        if (s_is_ack)
          s_ack_next[i] = apb_slave.pwdata[i];
        else if (s_is_ack_set)
          s_ack_next[i] = r_ack[i] | apb_slave.pwdata[i];
        else if (s_is_ack_clr)
          s_ack_next[i] = r_ack[i] & ~apb_slave.pwdata[i];
      end
    end
  end
  always_ff @(posedge clk_i, negedge rst_ni)
  begin
    if(~rst_ni) begin
      r_mask       <= '0;
      r_int        <= '0;
      r_ack        <= '0;
      r_fifo_event <= '0;
    end
    else
    begin
      if (s_is_mask_clr || s_is_mask_set || s_is_mask)
        r_mask <= s_mask_next;
      if (s_is_int_clr || s_is_int_set || s_is_int || s_is_event || core_irq_ack_i || s_is_event)
        r_int <= s_int_next;
      if (s_is_ack_clr || s_is_ack_set || s_is_ack || core_irq_ack_i)
        r_ack <= s_ack_next;
      if (s_event_fifo_valid && s_event_fifo_ready)
        r_fifo_event <= s_event_fifo_data;
    end
  end
    always_comb
    begin
      apb_slave.prdata = '0;
      if (s_is_apb_read)
      begin
        if (s_is_int)
          apb_slave.prdata = r_int;
        else if (s_is_ack)
          apb_slave.prdata = r_ack;
        else if (s_is_mask)
          apb_slave.prdata = r_mask;
        else if (s_is_fifo)
          apb_slave.prdata[EVT_ID_WIDTH-1:0] = r_fifo_event;
      end
    end
   assign apb_slave.pready  = 1'b1;
   assign apb_slave.pslverr = 1'b0;
endmodule
module cluster_clock_gating
(
    input  logic clk_i,
    input  logic en_i,
    input  logic test_en_i,
    output logic clk_o
  );
  logic clk_en;
  always_latch
  begin
     if (clk_i == 1'b0)
       clk_en <= en_i | test_en_i;
  end
  assign clk_o = clk_i & clk_en;
endmodule
module generic_fifo
#(
   parameter int unsigned          DATA_WIDTH = 32,
   parameter int unsigned          DATA_DEPTH = 8
)
(
   input  logic                                    clk,
   input  logic                                    rst_n,
   input  logic [DATA_WIDTH-1:0]                   data_i,
   input  logic                                    valid_i,
   output logic                                    grant_o,
   output logic [DATA_WIDTH-1:0]                   data_o,
   output logic                                    valid_o,
   input  logic                                    grant_i,
   input  logic                                    test_mode_i
);
   localparam int unsigned ADDR_DEPTH = $clog2(DATA_DEPTH);
   enum logic [1:0] { EMPTY, FULL, MIDDLE } CS, NS;
   logic       gate_clock;
   logic       clk_gated;
   logic [ADDR_DEPTH-1:0]  Pop_Pointer_CS,  Pop_Pointer_NS;
   logic [ADDR_DEPTH-1:0]  Push_Pointer_CS, Push_Pointer_NS;
   logic [DATA_WIDTH-1:0]  FIFO_REGISTERS[DATA_DEPTH-1:0];
   int unsigned            i;
   cluster_clock_gating cg_cell
   (
     .clk_i     ( clk         ),
     .en_i      (~gate_clock  ),
     .test_en_i ( test_mode_i ),
     .clk_o     ( clk_gated   )
   );
   always_ff @(posedge clk, negedge rst_n)
   begin
       if(rst_n == 1'b0)
       begin
               CS              <= EMPTY;
               Pop_Pointer_CS  <= {ADDR_DEPTH {1'b0}};
               Push_Pointer_CS <= {ADDR_DEPTH {1'b0}};
       end
       else
       begin
               CS              <= NS;
               Pop_Pointer_CS  <= Pop_Pointer_NS;
               Push_Pointer_CS <= Push_Pointer_NS;
       end
   end
   always_comb
   begin
      gate_clock      = 1'b0;
      case(CS)
      EMPTY:
      begin
          grant_o = 1'b1;
          valid_o = 1'b0;
          case(valid_i)
          1'b0 :
          begin
                  NS              = EMPTY;
                  Push_Pointer_NS = Push_Pointer_CS;
                  Pop_Pointer_NS  = Pop_Pointer_CS;
                  gate_clock      = 1'b1;
          end
          1'b1:
          begin
                  NS              = MIDDLE;
                  Push_Pointer_NS = Push_Pointer_CS + 1'b1;
                  Pop_Pointer_NS  = Pop_Pointer_CS;
          end
          endcase
      end 
      MIDDLE:
      begin
          grant_o = 1'b1;
          valid_o = 1'b1;
          case({valid_i,grant_i})
          2'b01:
          begin
                  gate_clock      = 1'b1;
                  if((Pop_Pointer_CS == Push_Pointer_CS -1 ) || ((Pop_Pointer_CS == DATA_DEPTH-1) && (Push_Pointer_CS == 0) ))
                          NS              = EMPTY;
                  else
                          NS              = MIDDLE;
                  Push_Pointer_NS = Push_Pointer_CS;
                  if(Pop_Pointer_CS == DATA_DEPTH-1)
                          Pop_Pointer_NS  = 0;
                  else
                          Pop_Pointer_NS  = Pop_Pointer_CS + 1'b1;
          end
          2'b00 :
          begin
                  gate_clock      = 1'b1;
                  NS              = MIDDLE;
                  Push_Pointer_NS = Push_Pointer_CS;
                  Pop_Pointer_NS  = Pop_Pointer_CS;
          end
          2'b11:
          begin
                  NS              = MIDDLE;
                  if(Push_Pointer_CS == DATA_DEPTH-1)
                          Push_Pointer_NS = 0;
                  else
                          Push_Pointer_NS = Push_Pointer_CS + 1'b1;
                  if(Pop_Pointer_CS == DATA_DEPTH-1)
                          Pop_Pointer_NS  = 0;
                  else
                          Pop_Pointer_NS  = Pop_Pointer_CS  + 1'b1;
          end
          2'b10:
          begin
                  if(( Push_Pointer_CS == Pop_Pointer_CS - 1) || ( (Push_Pointer_CS == DATA_DEPTH-1) && (Pop_Pointer_CS == 0) ))
                          NS              = FULL;
                  else
                          NS        = MIDDLE;
                  if(Push_Pointer_CS == DATA_DEPTH - 1)
                          Push_Pointer_NS = 0;
                  else
                          Push_Pointer_NS = Push_Pointer_CS + 1'b1;
                  Pop_Pointer_NS  = Pop_Pointer_CS;
          end
          endcase
      end
      FULL:
      begin
          grant_o     = 1'b0;
          valid_o     = 1'b1;
          gate_clock  = 1'b1;
          case(grant_i)
          1'b1:
          begin
                  NS              = MIDDLE;
                  Push_Pointer_NS = Push_Pointer_CS;
                  if(Pop_Pointer_CS == DATA_DEPTH-1)
                          Pop_Pointer_NS  = 0;
                  else
                          Pop_Pointer_NS  = Pop_Pointer_CS  + 1'b1;
          end
          1'b0:
          begin
                  NS              = FULL;
                  Push_Pointer_NS = Push_Pointer_CS;
                  Pop_Pointer_NS  = Pop_Pointer_CS;
          end
          endcase
      end  
      default :
      begin
          gate_clock      = 1'b1;
          grant_o         = 1'b0;
          valid_o         = 1'b0;
          NS              = EMPTY;
          Pop_Pointer_NS  = 0;
          Push_Pointer_NS = 0;
      end
      endcase
   end
   always_ff @(posedge clk_gated, negedge rst_n)
   begin
      if(rst_n == 1'b0)
      begin
      for (i=0; i< DATA_DEPTH; i++)
         FIFO_REGISTERS[i] <= {DATA_WIDTH {1'b0}};
      end
      else
      begin
         if((grant_o == 1'b1) && (valid_i == 1'b1))
            FIFO_REGISTERS[Push_Pointer_CS] <= data_i;
      end
   end
   assign data_o = FIFO_REGISTERS[Pop_Pointer_CS];
endmodule  
```

## flow/run.sh

```bash
#!/bin/bash
# OpenROAD 26Q1-2900-gdf79404cd8, Yosys 0.63+post, stock flow scripts
make -C /OpenROAD-flow-scripts/flow DESIGN_CONFIG=/design/flow/config.mk WORK_HOME=/design/flow/orfs finish
```

## flow/config.mk

```make
export PLATFORM = sky130hd
export DESIGN_NAME = apb_interrupt_cntrl
export DESIGN_NICKNAME = apb_interrupt_cntrl
export VERILOG_FILES = /design/flow/design.v
export SDC_FILE = /design/flow/constraint.sdc
export NUM_CORES = 4
export LEC_CHECK = 1
export CORE_AREA = 10 10 72 72
export DIE_AREA = 0 0 82 82
```

## flow/constraint.sdc

```tcl
current_design apb_interrupt_cntrl

set clk_period 2.0
set clk_io_pct 0.2

create_clock -name clk0 -period $clk_period [get_ports {clk_i}]

set non_clock_inputs [all_inputs -no_clocks]
set_input_delay [expr $clk_period * $clk_io_pct] -clock clk0 $non_clock_inputs
set_output_delay [expr $clk_period * $clk_io_pct] -clock clk0 [all_outputs]
```

==> results_dict.tcl <==
# implementation run metrics
set metrics [dict create \
    numCtsBuffers 3 \
    required_ns 2.11 \
    fmax_mhz 520 \
    via_per_inst 3.53 \
    drive_above_1_share 0.148 \
    power.density_mw_per_mm2 849 \
    post-route-period-util 0.962 \
    fin_tns_setup_ns 0 \
    syn-instance-count 71 \
    report.final.slew_viol_count 0 \
    ys_cells 71 \
    fillers 413 \
    gp_congestion 0.863 \
    slowest_delay_ns 0.45 \
    root_buffer "clkbuf_8" \
    stdcell_area_um2 822 \
    p_switching_w 0.000230 \
    grt_pass1_wl_mm 2.30 \
    port_buffers 9 \
    fin_crit_ns 1.92 \
    path_class "input port to flip-flop" \
    vdd_drop_max_v 0.000192 \
    setup_ws_ns 0.0758 \
    firstDrtPassIters 4 \
    intPower_w 0.000468 \
    routedWlPerCell_um 9.57 \
    combPwrFrac 0.393 \
    placed_cell_area_um2 777 \
    path_buffers 1 \
    ios 61 \
    antenna_found_initial 0 \
    crit_path_cell_trace "clkdlybuf4s50_1 > and4bb_1 > nand3_2 > ha_1 > o21ai_1 > nand2_1 > a21o_2 > mux2_4" \
    antennaDiodeCount 0 \
    ys_seq_frac 0.283 \
    synth_warnings 438 \
    run_status "finished clean" \
    total_power_w 0.000698 \
    rsz0062_at_grt "false" \
    cts_tree "done" \
    grt_use_total 0.0423 \
    worstPathMaxFanout 3 \
    area_leaders "dfrtp_1 (24%), ha_1 (18%), buf_4 (11%)" \
    hold_violations 0 \
    slowest_stage "clkdlybuf4s50_1" \
    overflow 0 \
    grt_max_degree 9 \
    top_area_cell "dfrtp_1" \
    rows 22 \
    ctsHoldBuffers 0 \
    wirelength_mm 1.30 \
    finalSetupViolCount 0 \
    power.share.switching 0.329 \
    clk_pin_slew_ns 0.04 \
    arrival_ns 2.03 \
    fin_worst_skew_ns 0.00119 \
    dpl_worst_slack_ns -0.202 \
    synth.distinct_cells 24 \
    worstSetupEndpointType "flip-flop" \
    clk_latency_ns 0.23 \
    die.size.y_um 82 \
    route.detailed.drc 0 \
    clock_power_share 0.284 \
    async_reset_ff_frac 1.00 \
    crit_family "buffers and inverters" \
    core_area_mm2 0.00369 \
    top_cell_area_share 0.241 \
    hpwl_mm 1.08 \
    htree_num_levels 1 \
    ant_nets 0 \
    dieWidth_um 82 \
    min_path_type "input port to async pin" \
    seqPwrFrac 0.323 \
    flop_cell "dfrtp_1" \
    vias 480 \
    yosysChipArea_um2 623 \
    edf_count 0 \
    initial_core_util 0.169 \
    maxCapViolCount 0 \
    die-area_mm2 0.00672 \
    ys.flops 7 \
    grt_pass1_vias 543 \
    area_growth_pct 31.9 \
    warning_count 73 \
    cts_buffer_depth 2 \
    cts_num_sinks 7 \
    p_leak_nw 0.385 \
    fin_util 0.223 \
    drtIter0Drc 12 \
    startpoint_type "input port" \
    syn_area_um2 623 \
    synth_area_per_cell_um2 8.78 \
]
## layout make-up
type,count,area [µm²],share of cell area
flip-flops and latches,7,176,0.215
repair buffers,15,135,0.164
multi-input cells,53,372,0.452
inverters,9,33.8,0.0411
well taps,48,60.1,0.0731
clock buffers,4,45.0,0.0548
## flip-flops by register name, indices dropped and copies added (netlist names)
| name | cells |
|---|---|
| i_event_fifo.Pop_Pointer_CS | 2 |
| i_event_fifo.Push_Pointer_CS | 2 |
| i_event_fifo.CS | 3 |
## routing by layer
metal  wire (µm)  global-route usage  vias up
met5           0                   0        -
met4           9              0.0102        0
met3          69              0.0176        2
met2         559              0.0603       12
met1         663              0.0581      215
li1            -                   -      251
## worst register-to-register path, cell delays in order, from the launching register on
cell and delay, ns:
dfrtp_1 0.42, inv_1 0.09, ha_1 0.32, xnor2_1 0.13, or3_1 0.33, nand4_1 0.11, o311ai_0 0.11
## synthesized netlist by cell type, types with 2 or more instances
cell type,number
nor3_1,2
inv_1,9
conb_1,2
dfrtp_1,6
nand2_1,5
xnor2_1,4
ha_1,9
o21ai_0,4
nor2_1,7
buf_4,9
## cell families after synthesis
| logic type | share of synthesized area |
|---|---|
| AND/OR/NAND/NOR | 0.155 |
| buffers and inverters | 0.163 |
| AND-OR/OR-AND | 0.110 |
| adder cells (fa/ha/maj) | 0.181 |
| flip-flops | 0.283 |
| XOR/XNOR | 0.0562 |
| other | 0.0121 |
| multiplexers | 0.0402 |
## timing repair
action | in CTS | in global routing
setup buffers | 0 | 0
gates resized | 0 | 1
setup endpoints to repair | 0 | 1
## path summary, 6_finish.rpt
path	startpoint	cells past startpoint	endpoint	slack, ns
max in group asynchronous	rst_ni	1	i_event_fifo.CS[0]$_DFF_PN1_	1.26
max reg2reg	i_event_fifo.Pop_Pointer_CS[0]$_DFFE_PN0P_	6	i_event_fifo.CS[1]$_DFF_PN0_	0.34
max	core_irq_id_i[1]	8	i_event_fifo.Pop_Pointer_CS[0]$_DFFE_PN0P_	0.08
min reg2reg	i_event_fifo.CS[0]$_DFF_PN1_	2	i_event_fifo.CS[0]$_DFF_PN1_	0.55
min	rst_ni	1	i_event_fifo.Pop_Pointer_CS[0]$_DFFE_PN0P_	0.45
min in group clk0	i_event_fifo.CS[0]$_DFF_PN1_	2	i_event_fifo.CS[0]$_DFF_PN1_	0.55
## power groups by stage
stage / Combinational (W) / Sequential (W) / Clock (W)
4_1_cts: 0.000277 / 0.000226 / 0.000204
5_1_grt: 0.000316 / 0.000234 / 0.000212
6_report: 0.000274 / 0.000225 / 0.000198
## through the flow
step	hold WS (ns)	instances
floorplan	0.104	78
global placement	0.530	132
detailed placement	0.538	132
CTS	0.450	136
global route	0.469	136
finish	0.446	136
## cell usage in the layout, fill, tap and decap left out
cell and instances:
nor3_1 2, conb_1 9, dfrtp_1 6, dfstp_2 1, nand2_1 5, o21ai_1 1
a21o_2 1, clkbuf_8 3, mux2i_1 1, a21oi_1 1, a222oi_1 1, inv_1 9
or3_1 1, o311ai_0 1, nand3_2 1, clkdlybuf4s50_1 9, a32o_1 1, o22ai_1 1
nand4_1 1, o21ai_0 3, and2_1 1, mux2_4 1, ha_1 9, buf_4 6
nor2_1 7, and4bb_1 1, clkbuf_1 1, xnor2_1 4
Power figures rest on the tool's default switching activity, not on a simulated workload.
